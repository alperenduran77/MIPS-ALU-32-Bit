==> flow/design.v <==
module mux2x1(
    input [31:0] in0, in1,
    input select,
    output [31:0] out
);
    assign out = select ? in1 : in0;
endmodule
==> flow/run.sh <==
#!/bin/bash
# OpenROAD 26Q1-2900-gdf79404cd8, Yosys 0.63+post, stock flow scripts
make -C /OpenROAD-flow-scripts/flow DESIGN_CONFIG=/design/flow/config.mk WORK_HOME=/design/flow/orfs finish
==> flow/config.mk <==
export PLATFORM = sky130hd
export DESIGN_NAME = mux2x1
export DESIGN_NICKNAME = mux2x1
export VERILOG_FILES = /design/flow/design.v
export SDC_FILE = /design/flow/constraint.sdc
export NUM_CORES = 4
export LEC_CHECK = 1
export CORE_AREA = 10 10 71 71
export DIE_AREA = 0 0 81 81
==> flow/constraint.sdc <==
current_design mux2x1

set clk_period 1.0
set clk_io_pct 0.2

create_clock -name clk0 -period $clk_period

set non_clock_inputs [all_inputs -no_clocks]
set_input_delay [expr $clk_period * $clk_io_pct] -clock clk0 $non_clock_inputs
set_output_delay [expr $clk_period * $clk_io_pct] -clock clk0 [all_outputs]
==> node_exporter_impl.prom <==
# HELP chip_impl_metric Flow report values
# TYPE chip_impl_metric gauge
chip_impl_metric{name="required",unit="ns"} 0.80
chip_impl_metric{name="finalSetupTns",unit="ns"} -3.30
chip_impl_metric{name="synth_area",unit="um2"} 544
chip_impl_metric{name="maxSlewViolCount",unit=""} 0
chip_impl_metric{name="switching_power",unit="mW"} 0.137
chip_impl_metric{name="crit_arrival",unit="ns"} 0.98
chip_impl_info{name="synth.top_cells.by_area",value="sky130_fd_sc_hd__mux2_4 83%, sky130_fd_sc_hd__buf_12 11%, sky130_fd_sc_hd__mux2_2 4.1%"} 1
chip_impl_metric{name="n_clock_buffer",unit=""} 0
chip_impl_metric{name="total_internal_power",unit="mW"} 0.487
chip_impl_metric{name="yosys.cell_types.count",unit=""} 4
chip_impl_metric{name="synth_area_per_cell",unit="um2"} 15.1
chip_impl_metric{name="synth-cells-yosys",unit=""} 36
chip_impl_metric{name="setup_ws",unit="ns"} -0.179
chip_impl_metric{name="pwr-share-clk",unit=""} 0
chip_impl_info{name="failed_checks",value="negative setup slack"} 1
chip_impl_metric{name="drt-pass1-iter-count",unit=""} 2
chip_impl_metric{name="worst_slew_pin_slew",unit="ns"} 0.0870
chip_impl_info{name="grt_setup_unrepaired",value="yes"} 1
chip_impl_metric{name="synthesis.yosys.warnings",unit=""} 0
chip_impl_metric{name="cts.hold.buffers_added",unit=""} 0
chip_impl_metric{name="totalWireLength",unit="um"} 2880
chip_impl_metric{name="dp_hpwl",unit="um"} 2500
chip_impl_info{name="hold_end",value="out[29]"} 1
chip_impl_metric{name="power.share.combinational",unit=""} 1.000
chip_impl_info{name="netlist.top_cell.by_instances",value="sky130_fd_sc_hd__mux2_4"} 1
chip_impl_metric{name="worst_hold_slack",unit="ns"} 0.691
chip_impl_metric{name="finalSetupViolations",unit=""} 32
chip_impl_metric{name="global_route_wire_length_before_repair",unit="um"} 4140
chip_impl_metric{name="chip_area",unit="mm2"} 0.00656
chip_impl_metric{name="drive_above_1_share",unit=""} 0.540
chip_impl_metric{name="dieWidth",unit="um"} 81
chip_impl_info{name="timing.critical_path.mode_cell",value="sky130_fd_sc_hd__buf_12"} 1
chip_impl_metric{name="peakVddDrop",unit="mV"} 0.169
chip_impl_metric{name="min_path_cells",unit=""} 3
chip_impl_metric{name="grt_start_max_net_pins",unit=""} 11
chip_impl_metric{name="placement.io_buffers",unit=""} 97
chip_impl_metric{name="std_cell_rows",unit=""} 22
chip_impl_info{name="worstSetupEndpointType",value="output pin"} 1
chip_impl_metric{name="route.vias.total",unit=""} 715
chip_impl_metric{name="syn_to_final_growth",unit="%"} 192
chip_impl_metric{name="synth_cells",unit=""} 36
chip_impl_metric{name="pwr-share-seq",unit=""} 0
chip_impl_info{name="run_status",value="finished with violations"} 1
chip_impl_metric{name="globalRouteTotalUtil",unit=""} 0.0779
chip_impl_metric{name="sequential_cell_area",unit="um2"} 0
chip_impl_metric{name="yosysTopAreaCellShare",unit=""} 0.828
chip_impl_metric{name="openroad.warnings",unit=""} 34
chip_impl_metric{name="die_h",unit="um"} 81
chip_impl_metric{name="finalHoldViolations",unit=""} 0
chip_impl_metric{name="number_of_remaining_drc_errors",unit=""} 0
chip_impl_metric{name="number_of_global_route_vias_before_repair",unit=""} 764
chip_impl_metric{name="ys_seq_frac",unit=""} 0
chip_impl_info{name="critPathSlowestCell",value="sky130_fd_sc_hd__mux2_4"} 1
chip_impl_metric{name="seq_cells",unit=""} 0
chip_impl_metric{name="worstPathMaxFanout",unit=""} 6
chip_impl_metric{name="floorplan.io_pins",unit=""} 97
chip_impl_metric{name="antenna_violations_before_repair",unit=""} 0
chip_impl_metric{name="core_region_area",unit="mm2"} 0.00363
chip_impl_info{name="leading_cell_types_by_count_after_synthesis",value="30 x sky130_fd_sc_hd__mux2_4, 3 x sky130_fd_sc_hd__buf_12, 2 x sky130_fd_sc_hd__mux2_2, 1 x sky130_fd_sc_hd__buf_6"} 1
chip_impl_metric{name="antenna_violating_nets_post_route",unit=""} 0
chip_impl_metric{name="max-cap-violations",unit=""} 0
chip_impl_info{name="worstHoldStart",value="in1[29]"} 1
chip_impl_info{name="crit_chain",value="buf_12 > buf_12 > buf_12 > mux2_4 > buf_6"} 1
chip_impl_metric{name="post_drt_via_cell_ratio",unit=""} 3.82
chip_impl_metric{name="floorplanUtilization",unit=""} 0.150
chip_impl_metric{name="detail_route.wl_per_cell",unit="um"} 15.4
chip_impl_info{name="timing.critical_path.from_type",value="input port"} 1
chip_impl_info{name="path_class_of_the_lowest_slack_min_delay_path",value="input port to output pin"} 1
chip_impl_metric{name="timing.final.crit_period",unit="ns"} 1.18
chip_impl_metric{name="grt_overflow",unit=""} 0
chip_impl_metric{name="timing.slew.headroom",unit=""} 0.942
chip_impl_metric{name="p_per_area",unit="mW/mm2"} 392
chip_impl_metric{name="max_stage_delay",unit="ns"} 0.29
chip_impl_metric{name="timing.final.crit_share",unit=""} 1.18
chip_impl_metric{name="yosys_area",unit="um2"} 544
chip_impl_metric{name="p_leak",unit="nW"} 0.872
chip_impl_info{name="post-synth-top-area-cell",value="sky130_fd_sc_hd__mux2_4"} 1
chip_impl_metric{name="switching_share",unit=""} 0.220
chip_impl_info{name="crit_path_category",value="input port to output pin"} 1
chip_impl_metric{name="insertedDiodeCount",unit=""} 0
chip_impl_metric{name="maxClockFrequency",unit="GHz"} 0.848
chip_impl_metric{name="first_iter_violations",unit=""} 3
chip_impl_metric{name="gp_congestion",unit=""} 0.832
==> worst max-delay path by stage <==
stage     endpoint  startpoint  cells past startpoint  slack (ns)
4_1_cts     out[4]      select                      5       -0.18
5_1_grt    out[31]     in1[31]                      3       -0.20
6_report    out[4]      select                      5       -0.18
==> repair_timing <==
item | CTS | global route
buffers inserted | 5 | 1
gates cloned | 2 | 0
resized | 171 | 10
endpoints found under the setup margin | 32 | 32
==> worst max-delay path, delay by kind of cell <==
kind     cells  cell delay [ns]
buf+inv      4             0.48
mux          1             0.29
==> cell type report <==
| type | count | area (um2) |
|---|---|---|
| timing repair buffer | 107 | 1050 |
| fill | 357 | 2040 |
| multi-input combinational | 32 | 477 |
| tap | 48 | 60.1 |
==> power groups by stage <==
stage	Combinational (mW)	Sequential [mW]	Clock, mW
after CTS	0.614	0	0
after global routing	0.666	0	0
final	0.624	0	0
==> per-layer routing <==
layer  global-route usage  up-vias  share of wire
met5                    0        -              0
met4                    0        0              0
met3               0.0278        0           0.12
met2                0.143       50           0.50
met1               0.0903      320           0.37
li1                     -      345              -
==> cell families after synthesis <==
group    share of synthesized area
buf+inv                      0.131
mux                          0.869
==> cells in the final DEF (no fill, tap or decap) <==
master	count
sky130_fd_sc_hd__dlygate4sd2_1	51
sky130_fd_sc_hd__mux2_4	31
sky130_fd_sc_hd__buf_6	23
sky130_fd_sc_hd__buf_2	13
sky130_fd_sc_hd__clkdlybuf4s50_1	9
sky130_fd_sc_hd__dlymetal6s2s_1	4
sky130_fd_sc_hd__buf_12	4
sky130_fd_sc_hd__buf_16	2
sky130_fd_sc_hd__mux2_2	1
sky130_fd_sc_hd__buf_4	1
==> per-stage QoR <==
stage | cells | cell area, um2 | total power, mW | setup WS, ns | utilization
floorplan | 36 | 544 | 0.206 | 0.0669 | -
global placement | 179 | 1540 | 0.656 | -0.504 | 0.424
detailed placement | 179 | 1540 | 0.661 | -0.512 | 0.424
CTS | 186 | 1540 | 0.614 | -0.181 | 0.423
global route | 187 | 1590 | 0.666 | -0.196 | 0.438
finish | 187 | 1590 | 0.624 | -0.179 | 0.438
Power is estimated from default activity; no workload was simulated.
