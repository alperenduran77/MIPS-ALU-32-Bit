===== design.v =====
module cla32bit(
    input [31:0] a, 
    input [31:0] b, 
    input cin,
    output [31:0] sum,
    output cout
);
    wire [7:0] carry;
    cla_4bit cla0(a[3:0], b[3:0], cin, sum[3:0], carry[0]);
    cla_4bit cla1(a[7:4], b[7:4], carry[0], sum[7:4], carry[1]);
    cla_4bit cla2(a[11:8], b[11:8], carry[1], sum[11:8], carry[2]);
    cla_4bit cla3(a[15:12], b[15:12], carry[2], sum[15:12], carry[3]);
    cla_4bit cla4(a[19:16], b[19:16], carry[3], sum[19:16], carry[4]);
    cla_4bit cla5(a[23:20], b[23:20], carry[4], sum[23:20], carry[5]);
    cla_4bit cla6(a[27:24], b[27:24], carry[5], sum[27:24], carry[6]);
    cla_4bit cla7(a[31:28], b[31:28], carry[6], sum[31:28], carry[7]);
    buf (cout, carry[7]);
endmodule
module cla_4bit(
    input [3:0] a, 
    input [3:0] b, 
    input cin, 
    output [3:0] sum, 
    output cout
);
    wire [3:0] g, p, c;
    and g0(g[0], a[0], b[0]);  
    and g1(g[1], a[1], b[1]);  
    and g2(g[2], a[2], b[2]);  
    and g3(g[3], a[3], b[3]);  
    xor p0(p[0], a[0], b[0]);  
    xor p1(p[1], a[1], b[1]);  
    xor p2(p[2], a[2], b[2]);  
    xor p3(p[3], a[3], b[3]);  
    buf (c[0], cin);
    or  c1_generate(c[1], g[0], (p[0] & c[0]));
    or  c2_generate(c[2], g[1], (p[1] & c[1]));
    or  c3_generate(c[3], g[2], (p[2] & c[2]));
    or  cout_generate(cout, g[3], (p[3] & c[3]));
    full_adder fa0(a[0], b[0], c[0], sum[0], );
    full_adder fa1(a[1], b[1], c[1], sum[1], );
    full_adder fa2(a[2], b[2], c[2], sum[2], );
    full_adder fa3(a[3], b[3], c[3], sum[3], );
endmodule
module full_adder(
    input a, 
    input b, 
    input cin, 
    output sum, 
    output cout
);
    wire ab, bc, ca, ab_xor_cin;
    xor (ab_xor_cin, a, b);     
    xor (sum, ab_xor_cin, cin);  
    and (ab, a, b);             
    and (bc, b, cin);           
    and (ca, cin, a);           
    or (cout, ab, bc, ca);      
endmodule

===== run.sh =====
#!/bin/bash
# OpenROAD 26Q1-2900-gdf79404cd8, Yosys 0.63+post, stock flow scripts
make -C /OpenROAD-flow-scripts/flow DESIGN_CONFIG=/design/flow/config.mk WORK_HOME=/design/flow/orfs finish

===== config.mk =====
export PLATFORM = sky130hd
export DESIGN_NAME = cla32bit
export DESIGN_NICKNAME = cla32bit
export VERILOG_FILES = /design/flow/design.v
export SDC_FILE = /design/flow/constraint.sdc
export NUM_CORES = 4
export LEC_CHECK = 1
export CORE_AREA = 10 10 83 83
export DIE_AREA = 0 0 93 93

===== constraint.sdc =====
current_design cla32bit

set clk_period 41.6
set clk_io_pct 0.2

create_clock -name clk0 -period $clk_period

set non_clock_inputs [all_inputs -no_clocks]
set_input_delay [expr $clk_period * $clk_io_pct] -clock clk0 $non_clock_inputs
set_output_delay [expr $clk_period * $clk_io_pct] -clock clk0 [all_outputs]

==> ci_impl_report.md <==
## Implementation flow summary

| Metric | Value |
|---|---|
| FMAX | `0.0333 GHz` |
| # Cells Yosys | `74` |
| Crit path top cell by count | `fa_1` |
| Initial antenna violation count | `0` |
| Final Cycle Share | `roughly 72%` |
| OpenROAD warnings | `32` |
| Leakage | `~0.67 nW` |
| Stages on worst setup path | `38` |
| Outcome | `finished clean` |
| Final Hold Vio Count | `0` |
| Cells after DPL | `210` |
| Cell Type Count | `3` |
| Crit Path Max Fanout | `1` |
| Fin util | `about a third` |
| Crit path DAT | `21.70 ns` |
| Chip area line of the yosys report | `918 sq um` |
| Drt first pass iters | `3` |
| Clock share of power | `0%` |
| Largest net degree at the start of global routing | `2` |
| CP top delay family | `adder cells` |
| Worst hold endpoint | `sum[0]` |
| Max-cap violations | `0` |
| Yosys top cell area share | `69.8%` |
| Switching Share | `24.9%` |
| Number of global-route vias before repair | `798` |
| Layout clock buffer count | `0` |
| FF+latch count | `0` |
| Crit path DRT | `33.28 ns` |
| Hold depth | `5` |
| Crit-path max cell delay | `0.45 ns` |
| Core area | `just over 5000 sq um` |
| Buf/Inv on CP | `6` |
| Drt drc | `0` |
| Int Power | `0.0189 mW` |
| CP Capture Type | `output pin` |
| Crit path max-delay cell type | `clkdlybuf4s50_1` |
| Seq share, synth | `0%` |
| Die Span Y | `roughly 93 um` |
| Layout area overhead | `90.2%` |
| Gpl congestion | `approximately 0.76` |
| Final WS setup | `11.58 ns` |
| CP Launch Type | `input pin` |
| Vias | `708` |
| Synth area leader | `fa_1` |
| Cell resize tally after clock tree synthesis | `0` |
| Logic area | `641 sq um` |
| First-pass GRT wire length | `4220 um` |
| DRT iter0 DRCs | `3` |
| Setup WS pre-CTS | `11.53 ns` |
| Cell Area, Synth | `918 sq um` |
| DIE AREA | `8650 sq um` |
| Max transition margin | `93.1%` |
| Buffers added on ports | `between 90 and 100` |
| FP Core Util | `between 10% and 20%` |
| Antenna cells | `0` |
| Grt ovf | `0` |
| Routed len/inst | `12.8 um` |
| Die Wd | `between 90 and 100 um` |
| HP Start | `cin` |
| Syn avg cell area | `approximately 12 sq um` |
| Hold bufs inserted after CTS | `0` |
| Final min period | `30.02 ns` |
| Logic pwr share | `100.0%` |
| Layout cells sized above 1 | `0%` |
| Switching Power | `0.00628 mW` |
| Critical path type | `input pin to output pin` |
| Hold Path Class | `input pin to output pin` |
| Routed WL | `2700 um` |
| Hpwl dp | `2700 um` |
| Routed vias/inst | `3.37` |
| Post-route ant nets | `0` |
| Max-slew violations | `0` |
| Slew @ Worst Pin | `slightly above 0.1 ns` |
| Sequential Area | `0 sq um` |
| Fillers | `515` |
| Non-Filler Instances | `210` |
| Site Rows | `26` |
| Final setup viols | `0` |
| I/O pins | `98` |
| Synth top area cells | `fa_1 (70%), buf_4 (26%), inv_1 (4.1%)` |
| Yosys warnings | `0` |
| Syn Inst Count | `74` |
| RSZ-0062 raised after global routing | `false` |
| Gr usage total | `~6%` |
| Worst IR Drop VDD | `5.05 uV` |
| P per Cell Area | `between 10 and 15 nW/um^2` |
| Sequential Power Share | `0%` |
| Setup total negative slack | `0 ns` |
| Setup Fix Bufs, Post-CTS | `0` |
## final cells by class
| cell class | count | area share (%) |
|---|---|---|
| Timing Repair Buffer | 98 | 56.2 |
| Multi-Input combinational cell | 32 | 36.7 |
| Tap cell | 70 | 5.01 |
| Inverter | 10 | 2.15 |
## kinds of logic (layout without fill, tap and decap cells)
kind of cell / after synthesis / after routing / synth area share (%)
fa+ha+maj: 32 / 32 / 69.8
buf+inv: 42 / 108 / 30.2
## metrics by stage
| stage | cell area [sq um] | power, mW | hold slack [ns] |
|---|---|---|---|
| floorplan | 918 | 0.0125 | 16.86 |
| global placement | 1750 | 0.0258 | 17.69 |
| detailed placement | 1750 | 0.0259 | 17.69 |
| CTS | 1750 | 0.0261 | 17.69 |
| global route | 1750 | 0.0287 | 17.73 |
| finish | 1750 | 0.0252 | 17.68 |
## cell usage after synthesis
master   n
buf_4   32
fa_1    32
inv_1   10
## power by group through the flow
stage	sequential, mW	combinational, mW	clock, mW
4_1_cts	0	0.0261	0
5_1_grt	0	0.0287	0
6_report	0	0.0252	0
## how the worst max path moves through the flow
stage | start | end | slack (ns)
6_report | a[0] | sum[31] | 11.58
4_1_cts | a[0] | sum[31] | 11.52
5_1_grt | a[0] | sum[31] | 11.19
## layer usage
layer,global-route usage (%),vias to the layer above,share of wire (%)
li1,-,312,-
met1,7.56,322,41
met2,8.18,74,37
met3,5.17,0,22
met4,0,0,0
met5,0,-,0
## layout by cell type (no fill, tap or decap)
cell and count:
fa_1 32, clkdlybuf4s50_1 98, inv_1 10
## worst min-delay path: stages
cell             delay [ns]
clkdlybuf4s50_1        0.39
inv_1                  0.06
fa_1                   0.15
inv_1                  0.04
clkdlybuf4s50_1        0.40
No activity file was given, so power comes from the tool's default toggle rates.
